<file path="flow/design.v">
(* top =  1  *)
(* src = "teste_integer.v:25" *)
module teste_integer(val_in, val_out);
  (* src = "teste_integer.v:26" *)
  input [31:0] val_in;
  (* src = "teste_integer.v:27" *)
  output [31:0] val_out;
  assign val_out = val_in + (* src = "teste_integer.v:36" *) 4'ha;
endmodule
</file>
<file path="flow/run.sh">
#!/bin/bash
# OpenROAD 26Q1-2900-gdf79404cd8, Yosys 0.63+post, stock flow scripts
make -C /OpenROAD-flow-scripts/flow DESIGN_CONFIG=/design/flow/config.mk WORK_HOME=/design/flow/orfs finish
</file>
<file path="flow/config.mk">
export PLATFORM = sky130hd
export DESIGN_NAME = teste_integer
export DESIGN_NICKNAME = teste_integer
export VERILOG_FILES = /design/flow/design.v
export SDC_FILE = /design/flow/constraint.sdc
export NUM_CORES = 4
export LEC_CHECK = 1
export CORE_AREA = 10 10 76 76
export DIE_AREA = 0 0 86 86
</file>
<file path="flow/constraint.sdc">
current_design teste_integer

set clk_period 6.0
set clk_io_pct 0.2

create_clock -name clk0 -period $clk_period

set non_clock_inputs [all_inputs -no_clocks]
set_input_delay [expr $clk_period * $clk_io_pct] -clock clk0 $non_clock_inputs
set_output_delay [expr $clk_period * $clk_io_pct] -clock clk0 [all_outputs]
</file>
==> results.py <==
# Generated from Yosys and OpenROAD reports
metrics = {
    "yosys": {
        "xor_share": 0.454,
        "syn_inst": 80,
        "ys_types": 19,
        "largest_area_cell": "xnor2_1",
        "simple_gate_area_frac": 0.447,
        "synth_warnings": 0,
        "topCombFamilyByArea": "XOR/XNOR gates",
        "yosys.area.top_type_share": 0.391,
        "synth-area-yosys_sq_um": 559,
        "ys_seq_share": 0,
        "yosys-top-cells-area": "xnor2_1 (39%), nand3_1 (9.8%), and3_1 (8.9%)",
        "syn_area_sq_um": 559,
        "syn-mean-instance-area_sq_um": 6.99,
        "yosys-stat-cells": 80,
        "compound_area_frac": 0.0336,
        "adder_share": 0.0224,
        "mux_share": 0,
    },
    "final_layout": {
        "drive_above_1_share": 0.0144,
        "final_util": 0.298,
        "area_growth_pct": 119,
        "nFillCells": 444,
        "final-comb-area_sq_um": 536,
        "nClkBuffers": 0,
        "flop_area_sq_um": 0,
        "ff_count": 0,
    },
    "timing": {
        "tns_ns": 0,
        "fin_crit_ns": 4.87,
        "tightest_slew_ns": 0.680,
        "finalSetupViolations": 0,
        "timing.fmax_ghz": 0.205,
        "maxSlewViolCount": 0,
        "rsz0062_at_grt": "no",
        "period_used_share": 0.811,
        "slew_headroom": 0.544,
        "finalHoldViolCount": 0,
    },
    "placed_design": {
        "port_buffers": 62,
        "place_congestion": 0.694,
    },
    "floorplan": {
        "die-area_sq_mm": 0.00740,
        "fp_util": 0.136,
        "fp.dieW_um": 86,
        "pin_count": 64,
        "die_y_um": 86,
        "placement_rows": 23,
        "core_sq_mm": 0.00412,
    },
    "critical_path": {
        "cp_data_arrival_time_ns": 3.67,
        "cp.buffers_inverters": 2,
        "crit_slowest_cell": "nor3_2",
        "endpoint_kind": "output port",
        "crit_fanout": 10,
        "required_ns": 4.80,
        "start_kind": "input port",
        "crit_type": "in -> out",
        "cp_cell_sequence": "clkdlybuf4s50_1, ha_1, o2111ai_1, nor3_2, nand4_1, xnor2_1, clkdlybuf4s50_1",
        "max_stage_delay_ns": 0.63,
        "path_delay_family": "buffers and inverters",
        "path_common_cell": "clkdlybuf4s50_1",
    },
    "outcome": {
        "status": "completed",
    },
    "cts": {
        "postCtsSetupBuffers": 0,
        "hold_buffers": 0,
        "post_cts_resized": 0,
    },
    "flow_run": {
        "warning_count": 32,
        "max_cap_violations": 0,
    },
    "detailed_routing": {
        "n_antenna_cell": 0,
        "drc": 0,
        "num_vias": 775,
        "drt-total-wl_mm": 2.48,
        "drt-pass1-iter-count": 4,
        "vias_per_cell": 4.10,
        "drtIter0Drc": 18,
        "ant_nets": 0,
        "wl_per_cell_um": 13.1,
    },
    "grt": {
        "grtUsageTotal": 0.0638,
        "grt_pass1_wl_mm": 3.99,
        "grt_start_max_net_pins": 11,
        "overflow": 0,
        "antenna_found_initial": 0,
        "first_global_vias": 801,
    },
    "power_and_ir_drop": {
        "power_leakage_uw": 0.000425,
        "peakVddDrop_mv": 0.0159,
        "pwr_density_cell_mw_per_mm2": 54.8,
    },
    "hold_path": {
        "hp-class": "in -> out",
    },
}
==> cell type report <==
cell class	count	area share
inverters	2	0.00612
multi-input cells	75	0.437
well taps	50	0.0510
repair buffers	62	0.506
==> cell families (layout without fill, tap and decap cells) <==
group                    after synthesis  count (layout)
AND/OR/NAND/NOR                       42              42
buffers and inverters                  5              64
adder cells (fa/ha/maj)                1               1
AND-OR/OR-AND                          3               3
XOR/XNOR                              29              29
==> worst paths after layout <==
check | endpoint | slack [ns] | cells past startpoint | startpoint
hold / removal | val_out[0] | 2.40 | 0 | val_in[0]
setup / recovery | val_out[31] | 1.13 | 7 | val_in[1]
==> cell usage after synthesis <==
cell,count
ha_1,1
nand3_1,11
nor3_2,1
o21ai_0,1
and4_1,3
xnor2_1,25
nor2_1,4
a21oi_1,1
and3_1,8
nor4_4,1
clkbuf_2,1
clkbuf_1,1
nand2_1,7
nand4_1,6
inv_1,2
nor4b_1,1
buf_4,1
o2111ai_1,1
xor2_1,4
==> per-layer routing <==
metal / vias to the layer above / wire [um] / global-route usage
li1: 405 / - / -
met3: 0 / 317 / 0.0286
met1: 333 / 1120 / 0.0844
met4: 0 / 0 / 0
met5: - / 0 / 0
met2: 37 / 1050 / 0.0987
==> power by group <==
| group | internal, uW | switching (uW) |
|---|---|---|
| registers | 0 | 0 |
| logic | 47.9 | 19.3 |
| clock network | 0 | 0 |
| total | 47.9 | 19.3 |
==> metrics by stage <==
stage | power [uW] | cells | setup WS, ns | instance area (sq um) | hold slack [ns]
after floorplan | 13.7 | 80 | 2.50 | 559 | 2.41
after global placement | 68.5 | 189 | 1.13 | 1230 | 2.40
after detailed placement | 68.3 | 189 | 1.07 | 1230 | 2.40
after CTS | 68.8 | 189 | 1.06 | 1230 | 2.40
after global routing | 73.9 | 189 | 0.863 | 1230 | 2.40
final | 67.2 | 189 | 1.13 | 1230 | 2.40
==> cell usage in the layout, fill, tap and decap left out, types with 2 or more instances in the layout <==
cell type         n
and4_1            3
nand4_1           6
nand2_1           7
nand3_1          11
xor2_1            4
xnor2_1          25
nor2_1            4
and3_1            8
inv_1             2
clkdlybuf4s50_1  62
Power and IR drop assume default switching activity.
