`flow/design.v`:
```
(* top =  1  *)
(* src = "teste_clock.v:25" *)
module teste_clock(clk, reset, count);
  (* src = "teste_clock.v:36" *)
  wire [7:0] _0_;
  (* src = "teste_clock.v:26" *)
  input clk;
  (* src = "teste_clock.v:28" *)
  output [7:0] count;
  (* init = 8'h00 *)
  (* src = "teste_clock.v:34" *)
  reg [7:0] reg_count = 8'h00;
  (* src = "teste_clock.v:27" *)
  input reset;
  assign _0_ = reg_count + (* src = "teste_clock.v:40" *) 1'h1;
  always @(posedge clk or posedge reset)
    if (reset)
      reg_count <= 8'h00;
    else
      reg_count <= _0_;
  assign count = reg_count;
endmodule
```
`flow/config.mk`:
```
export PLATFORM = sky130hd
export DESIGN_NAME = teste_clock
export DESIGN_NICKNAME = teste_clock
export VERILOG_FILES = /design/flow/design.v
export SDC_FILE = /design/flow/constraint.sdc
export NUM_CORES = 4
export LEC_CHECK = 1
export CORE_AREA = 10 10 70 70
export DIE_AREA = 0 0 80 80
```
`flow/constraint.sdc`:
```
current_design teste_clock

set clk_period 2.1
set clk_io_pct 0.2

create_clock -name clk0 -period $clk_period [get_ports {clk}]

set non_clock_inputs [all_inputs -no_clocks]
set_input_delay [expr $clk_period * $clk_io_pct] -clock clk0 $non_clock_inputs
set_output_delay [expr $clk_period * $clk_io_pct] -clock clk0 [all_outputs]
```
`flow/run.sh`:
```
#!/bin/bash
# OpenROAD 26Q1-2900-gdf79404cd8, Yosys 0.63+post, stock flow scripts
make -C /OpenROAD-flow-scripts/flow DESIGN_CONFIG=/design/flow/config.mk WORK_HOME=/design/flow/orfs finish
```
==> flow_summary.ini <==
; yosys + openroad results
[outcome]
status = completed

[synthesis]
synth.top_cells.by_count = dfrtp_1, xnor2_1, xor2_1
synthDominantCellAreaShare = 0.625
xor_area_frac = 0.164
synth_cell_type_count = 11
syn_avg_cell_area_sq_um = 12.8
ys_ff = 8
top_cell = dfrtp_1
synthAoiAreaFrac = 0
ys_sh_mux = 0
ys_cells = 25
area_leaders = dfrtp_1, xnor2_1, xor2_1
synthArstFlopShare = 1.00
synth_cells = 25
ys_warn_count = 1
mappedNetlistArea_sq_um = 320
ff_type = dfrtp_1
ys_seq_frac = 0.625
edf_count = 0
simple_gate_share = 0.148
ys_area_sq_um = 320
logic_family = XOR/XNOR gates
adder_share = 0.0391
yosysTopAreaCell = dfrtp_1

[placement]
place.gp.congestion = 0.662
dpl_worst_slack_ns = 0.738
numPortBuffers = 9
post-dp-hpwl_microns = 597

[critical_path]
crit_arrival_ns = 1.19
path_delay_family = buffers and inverters
worstSetupEndpointType = output port
crit_slowest_cell = clkdlybuf4s50_1
slowest_delay_ns = 0.50
cp_max_fo = 5
path_buffers = 1
critPathRequiredTime_ns = 1.68
crit_path_cell_trace = clkdlybuf4s50_1
startpoint_type = register
path_class = reg2out

[route]
wl_per_cell_microns = 8.75
drtAntennaViolNets = 0
diodes = 0
wirelength_microns = 726
viasPerCell = 2.55
firstDrtPassIters = 2
drc = 0
vias = 212
drtIter0Drc = 2

[run]
maxCapViolCount = 0
warnings = 25

[min_path]
hold_class = in2async

[finish]
final-seq-area_sq_um = 200
reg.largest.list = reg_count (8)
layout-drive-gt1-share = 0.135
fillCellCount = 398
largest_register_ffs = 8
largest-register = reg_count
combGateArea_sq_um = 113
syn2layout_area_growth_pct = 53.1

[global_routing]
grtUsageTotal = 0.0245
grt_first_pass_wirelength_microns = 1200
antenna_found_initial = 0
grt_max_degree = 9
grt_overflow = 0
grt_pass1_vias = 233

[floorplanning]
coreArea_sq_um = 3420
die-area_sq_um = 6400
floorplan.core_util = 0.0938
placementRows = 21
die_h_microns = 80
die_w_microns = 80
io_pins = 10

[clocking]
cts_hold_buffers = 0
cts_tree = built
cts_buffers = 3
cts.sinks = 8
clock.latency.late_pin_ns = 0.25
post_cts.repair.setup_buffers = 0
cts_root_buffer = clkbuf_4
clock_path_buffers = 2
clk_pin_slew_worst_paths_ns = 0.05
htreeDepth = 1
cts_resized = 0

[sta]
period_needed_ns = 1.61
rsz0062_at_grt = no
min_period_over_period = 0.767
worst_slack_ns = 0.490
worstMarginPinSlew_ns = 0.305
finalSetupViolations = 0
slew_headroom = 0.797
hold_ws_ns = 0.419
drv_slew = 0
finalHoldViolations = 0
fin_setup_tns_ns = 0
clock_skew_ns = 0.00358
fmax_mhz = 621

[power_and_ir_drop]
ir_drop_uv = 200
leakagePower_nw = 0.202
powerDensity_nw_per_um2 = 557
[cells by family (layout without fill, tap and decap cells)]
logic type    count (synthesis)  count (layout)
simple gates                  8               8
xor+xnor                      6               6
fa+ha+maj                     1               1
buf+inv                       2              14
flops                         8               8
[placed cells by master, fill, tap and decap left out, types with 2 or more instances in the layout]
cell and instances:
clkdlybuf4s50_1 9, dfrtp_1 8, xor2_1 3, xnor2_1 3
clkbuf_4 3, nand2_1 2, nand3_1 2, inv_1 2
[through the flow]
stage                     total power (W)  instances   util  cell area [sq um]
after floorplan                  0.000159         25      -                320
after global placement           0.000162         80  0.137                468
after detailed placement         0.000162         80  0.137                468
after CTS                        0.000280         83  0.144                490
after global routing             0.000287         83  0.144                490
final                            0.000273         83  0.144                490
[layer usage]
metal,share of wire,GRT usage
met3,0.054,0.0114
met4,0,0.00528
met5,0,0
met2,0.44,0.0369
met1,0.51,0.0312
[worst paths after layout]
| path | from | cells after the start | end | slack (ns) |
|---|---|---|---|---|
| max in group asynchronous | reset | 2 | reg_count[0] | 1.45 |
| worst min-delay path | reset | 2 | reg_count[7] | 0.42 |
| min in group clk0 | reg_count[7] | 1 | reg_count[7] | 0.47 |
| worst max-delay path | reg_count[2] | 1 | count[2] | 0.49 |
| worst min register to register | reg_count[7] | 1 | reg_count[7] | 0.47 |
| worst max register to register | reg_count[2] | 3 | reg_count[7] | 1.07 |
[report_power, final]
part / total [W] / leakage (nW) / internal [W] / switching [W]
sequential: 0.000154 / 0.102 / 0.000154 / 0
clock: 0.000114 / 0.0138 / 0.0000652 / 0.0000489
combinational: 0.00000483 / 0.0863 / 0.00000174 / 0.00000309
total: 0.000273 / 0.202 / 0.000221 / 0.0000520
[final cells by class]
type                       instances  share of cell area
sequential                         8               0.408
inverter                           2              0.0153
timing repair buffer               9               0.184
clock buffer                       3              0.0459
tap                               46               0.117
multi-input combinational         15               0.230
Power figures rest on the tool's default switching activity, not on a simulated workload.
